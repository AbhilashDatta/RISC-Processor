===== ./config.mk =====
export PLATFORM = sky130hd
export DESIGN_NAME = Shift_32_bit
export DESIGN_NICKNAME = Shift_32_bit
export VERILOG_FILES = /design/flow/design.v
export SDC_FILE = /design/flow/constraint.sdc
export NUM_CORES = 4
export LEC_CHECK = 1
export CORE_UTILIZATION = 30

===== ./constraint.sdc =====
current_design Shift_32_bit

set clk_period 8.8
set clk_io_pct 0.2

create_clock -name clk0 -period $clk_period

set non_clock_inputs [all_inputs -no_clocks]
set_input_delay [expr $clk_period * $clk_io_pct] -clock clk0 $non_clock_inputs
set_output_delay [expr $clk_period * $clk_io_pct] -clock clk0 [all_outputs]

===== ./design.v =====
`timescale 1ns / 1ps
module Shift_32_bit(out, in, shiftAmt, LeftOrRight, isArith);
output[31:0] out;
input[31:0] in, shiftAmt;
input LeftOrRight, isArith;
reg[31:0] layer1, layer2, layer3, layer4, out;
integer i;
always@(in or shiftAmt or LeftOrRight or isArith) begin
	if(shiftAmt >= 32)begin
		if(!LeftOrRight && isArith)begin
			if(in[31]==0)begin
				out = 32'b0;
			end
			else begin
				out = 32'b11111111111111111111111111111111;
			end
		end
		else begin
			out = 32'b0;
		end
	end
	else begin
		if(LeftOrRight==1)begin
			if(shiftAmt[4] == 1)begin
				for(i=0;i<=31;i=i+1)begin
					if(i<16)begin
						layer1[i] = 0;
					end
					else begin
						layer1[i] = in[i-16];
					end
				end
			end
			else begin
				layer1 = in;
			end
			if(shiftAmt[3] == 1)begin
				for(i=0;i<=31;i=i+1)begin
					if(i<8)begin
						layer2[i] = 0;
					end
					else begin
						layer2[i] = layer1[i-8];
					end
				end
			end
			else begin
				layer2 = layer1;
			end
			if(shiftAmt[2] == 1)begin
				for(i=0;i<=31;i=i+1)begin
					if(i<4)begin
						layer3[i] = 0;
					end
					else begin
						layer3[i] = layer2[i-4];
					end
				end
			end
			else begin
				layer3 = layer2;
			end
			if(shiftAmt[1] == 1)begin
				for(i=0;i<=31;i=i+1)begin
					if(i<2)begin
						layer4[i] = 0;
					end
					else begin
						layer4[i] = layer3[i-2];
					end
				end
			end
			else begin
				layer4 = layer3;
			end
			if(shiftAmt[0] == 1)begin
				for(i=0;i<=31;i=i+1)begin
					if(i<1)begin
						out[i] = 0;
					end
					else begin
						out[i] = layer4[i-1];
					end
				end
			end
			else begin
				out = layer4;
			end
		end
		else if(isArith == 0 || in[31]==0)begin
			if(shiftAmt[4] == 1)begin
				for(i=0;i<=31;i=i+1)begin
					if(i > 15)begin
						layer1[i] = 0;
					end
					else begin
						layer1[i] = in[i+16];
					end
				end
			end
			else begin
				layer1 = in;
			end
			if(shiftAmt[3] == 1)begin
				for(i=0;i<=31;i=i+1)begin
					if(i>23)begin
						layer2[i] = 0;
					end
					else begin
						layer2[i] = layer1[i+8];
					end
				end
			end
			else begin
				layer2 = layer1;
			end
			if(shiftAmt[2] == 1)begin
				for(i=0;i<=31;i=i+1)begin
					if(i>27)begin
						layer3[i] = 0;
					end
					else begin
						layer3[i] = layer2[i+4];
					end
				end
			end
			else begin
				layer3 = layer2;
			end
			if(shiftAmt[1] == 1)begin
				for(i=0;i<=31;i=i+1)begin
					if(i>29)begin
						layer4[i] = 0;
					end
					else begin
						layer4[i] = layer3[i+2];
					end
				end
			end
			else begin
				layer4 = layer3;
			end
			if(shiftAmt[0] == 1)begin
				for(i=0;i<=31;i=i+1)begin
					if(i>30)begin
						out[i] = 0;
					end
					else begin
						out[i] = layer4[i+1];
					end
				end
			end
			else begin
				out = layer4;
			end
		end
		else if(isArith == 1)begin
			if(shiftAmt[4] == 1)begin
				for(i=0;i<=31;i=i+1)begin
					if(i > 15)begin
						layer1[i] = 1;
					end
					else begin
						layer1[i] = in[i+16];
					end
				end
			end
			else begin
				layer1 = in;
			end
			if(shiftAmt[3] == 1)begin
				for(i=0;i<=31;i=i+1)begin
					if(i>23)begin
						layer2[i] = 1;
					end
					else begin
						layer2[i] = layer1[i+8];
					end
				end
			end
			else begin
				layer2 = layer1;
			end
			if(shiftAmt[2] == 1)begin
				for(i=0;i<=31;i=i+1)begin
					if(i>27)begin
						layer3[i] = 1;
					end
					else begin
						layer3[i] = layer2[i+4];
					end
				end
			end
			else begin
				layer3 = layer2;
			end
			if(shiftAmt[1] == 1)begin
				for(i=0;i<=31;i=i+1)begin
					if(i>29)begin
						layer4[i] = 1;
					end
					else begin
						layer4[i] = layer3[i+2];
					end
				end
			end
			else begin
				layer4 = layer3;
			end
			if(shiftAmt[0] == 1)begin
				for(i=0;i<=31;i=i+1)begin
					if(i>30)begin
						out[i] = 1;
					end
					else begin
						out[i] = layer4[i+1];
					end
				end
			end
			else begin
				out = layer4;
			end
		end
	end
end
endmodule

===== ./run.sh =====
#!/bin/bash
# OpenROAD 26Q1-2900-gdf79404cd8, Yosys 0.63+post, stock flow scripts
make -C /OpenROAD-flow-scripts/flow DESIGN_CONFIG=/design/flow/config.mk WORK_HOME=/design/flow/orfs finish

==> out/metrics.yaml <==
detailed_routing:
  vias_per_cell: 6.07
  wl_per_cell_um: 21.9
  vias: 5835
  num_antenna_cells: 0
  drt_iter0_drc: 743
  drc: 0
  detail-route-antenna-nets: 0
  dr.pass1.iters: 6
  routed_wirelength_mm: 21.1
floorplan:
  die_h_um: 131
  core-area_mm2: 0.0161
  fp-utilization_pct: 31.1
  die-area_mm2: 0.0172
  ios: 98
  chipWidth_um: 131
  num_rows: 46
logic_synthesis:
  ys_area_mm2: 0.00501
  syn_inst: 672
  synth_area_mm2: 0.00501
  avgSynthCellArea_um2: 7.46
  ys_top_cells_by_area: "mux2i_1 13%, dlxtn_1 9.6%, mux4_2 9.4%, nand2_1 4.6%, a21oi_1 4.3%"
  synthDistinctLibCells: 77
  ys_seq_elements: 32
  edf_count: 0
  yosys_cells: 672
  synth-main-ff-cell: "dlxtn_1"
  netlist_top_cells_count: "66 x mux2i_1, 62 x nand2_1, 50 x nor2_1"
  yosysWarnings: 1
  async_flop_share_pct: 0
  synthMostInstantiatedCell: "mux2i_1"
  netlist.area_leader.share_pct: 13.2
  yosysTopAreaCell: "mux2i_1"
final_layout:
  fin_cells: 961
  fillers: 1668
  final_core_util_pct: 37.6
  drive_gt1_share_pct: 9.66
  final_cell_area_mm2: 0.00605
  largest_reg_flops: 32
  area.growth.synth_to_final_pct: 20.8
global_routing:
  gr-usage-all-layers_pct: 24.6
  grt_max_degree: 76
  grt_overflow_total: 0
  grt_antenna_before_repair: 0
  grt_pass1_vias: 5357
  grt_pass1_wl_mm: 32.5
timing:
  fin_crit_sh_pct: 82.4
  drv_slew: 0
  fin_tns_setup_ns: 0
  fmax_mhz: 138
  setup_viol: 0
  rsz0062_at_grt: "false"
  untimed_endpoints: 32
  max_slew_margin_pct: 44.7
  fin_crit_ns: 7.25
  finalHoldViolCount: 0
  worst_slew_pin_slew_ns: 0.821
  unclocked_regs: 32
setup_path:
  critPathLaunch: "shiftAmt[3]"
  critPathCaptureType: "output port"
  crit_required_ns: 7.04
  crit_type: "input pin to output port"
  path_max_fanout: 60
  cp-start-kind: "input pin"
  arrival_ns: 5.49
cts:
  cts.repair.resized: 0
  cts_setup_buffers: 0
  holdBufCountCts: 0
power:
  power_density_mw_per_mm2: 49.3
  p_leak_nw: 2.31
  vdd_ir_drop_max_uv: 40.1
run_status:
  status: "finished, final reports clean"
place:
  place_congestion: 1.00
  hpwl_mm: 15.9
  placed_area_mm2: 0.00605
  placed_cells: 961
  place.port_buffers: 98
job:
  warnings: 32
  cap_violations: 0
## worst max-delay path, stage by stage
cell and delay, ns:
buf_4 0.38, buf_4 0.68, mux2i_1 0.16, o21ai_1 0.47, mux2i_1 0.32, a221oi_1 0.64, o21ai_0 0.18, nand2_1 0.11
dlxtn_1 0.33, clkdlybuf4s50_1 0.44
## per-layer routing
metal	up-vias	global-route usage [%]	wire, um	part of all wire [%]
li1	2727	-	-	-
met1	2700	34.7	8670	41
met2	344	38.0	9380	45
met3	64	5.23	2230	11
met4	0	7.19	784	3.7
met5	-	0	0	0
## power breakdown
part           switching, mW  internal [mW]
Sequential          0.000599        0.00923
Combinational          0.173          0.116
Clock                      0              0
Total                  0.173          0.125
## worst max-delay path by stage
stage,depth (start not counted),endpoint
CTS,10,out[27]
finish,10,out[27]
global route,10,out[27]
## kinds of logic (layout without fill, tap and decap cells)
group,count (synthesis),count (layout),share of synthesized area (%)
AND-OR/OR-AND,243,243,33.9
AND/OR/NAND/NOR,210,210,20.0
multiplexers,108,108,27.7
buffers and inverters,78,120,8.74
latches,32,32,9.59
other,1,32,0.0749
## cell usage in the layout, fill, tap and decap left out, types with 11 or more instances in the layout
master,n
nand3_1,25
o21ai_0,40
a21oi_1,43
o211ai_1,17
mux2_2,18
nor2_1,50
and2_1,11
a22oi_1,18
nand2_1,62
nor3_1,15
buf_4,15
dlxtn_1,32
mux4_2,21
a211oi_1,12
conb_1,32
clkdlybuf4s50_1,93
mux2i_1,66
## area by class of cell
class / instances / area, um^2 / share of cell area, %
multi-input cells: 593 / 4210 / 69.5
repair buffers: 112 / 1060 / 17.6
flip-flops and latches: 32 / 480 / 7.94
well taps: 216 / 270 / 4.47
inverters: 8 / 30.0 / 0.496
## through the flow
stage | setup WS, ns | power (mW)
after floorplan | 3.49 | 0.189
final | 1.55 | 0.299
after CTS | 1.67 | 0.290
after detailed placement | 1.67 | 0.289
after global routing | 1.25 | 0.317
after global placement | 1.64 | 0.291
No activity file was given, so power comes from the tool's default toggle rates.
