===== /design/flow/run.sh =====
#!/bin/bash
# OpenROAD 26Q1-2900-gdf79404cd8, Yosys 0.63+post, stock flow scripts
make -C /OpenROAD-flow-scripts/flow DESIGN_CONFIG=/design/flow/config.mk WORK_HOME=/design/flow/orfs finish

===== /design/flow/config.mk =====
export PLATFORM = sky130hd
export DESIGN_NAME = RegisterFile
export DESIGN_NICKNAME = RegisterFile
export VERILOG_FILES = /design/flow/design.v
export SDC_FILE = /design/flow/constraint.sdc
export NUM_CORES = 4
export LEC_CHECK = 1
export CORE_UTILIZATION = 40

===== /design/flow/constraint.sdc =====
current_design RegisterFile

set clk_period 26.5
set clk_io_pct 0.2

create_clock -name clk0 -period $clk_period [get_ports {Clk}]

set non_clock_inputs [all_inputs -no_clocks]
set_input_delay [expr $clk_period * $clk_io_pct] -clock clk0 $non_clock_inputs
set_output_delay [expr $clk_period * $clk_io_pct] -clock clk0 [all_outputs]

===== /design/flow/design.v =====
`timescale 1ns / 1ps
module RegisterFile(ReadData1, ReadData2, reg1, reg2, writeData, RegWrite, IsLW, Clk, Reset);
	output reg[31:0] ReadData1, ReadData2;
	input[4:0] reg1, reg2;
	input IsLW;
	input[31:0] writeData;
	input RegWrite, Clk, Reset;
	reg[31:0] registers[31:0];
	integer i;
	always@(posedge Clk) begin
		if(Reset) begin
			for(i=0;i<32;i=i+1) begin
				registers[i] <= 32'b0;
			end
		end
		else begin
			if(RegWrite && !IsLW) begin
				registers[reg1] <= writeData; 
			end
			else if(RegWrite && IsLW) begin
				registers[reg2] <= writeData;
			end
		end
	end
	always@(*) begin
		ReadData1 = registers[reg1];
		ReadData2 = registers[reg2];
	end
endmodule

==> flow_summary_export.csv <==
group,metric,value,unit
sta,setup_viol,0,
floorplan,core,0.138,mm^2
cts,cts.path.max_buffers,3,
synth,synth_top_cell_by_count,"and2_1",
outcome,status,"finished clean",
drt,drt_first_pass_iters,5,
drt,diodes,0,
place,port_buffers,109,
worst_setup_path,critPathMaxFanout,63,
synth,synth-main-ff-cell,"edfxtp_1",
global_route,grt_pass1_vias,38400,
power,finalPower,3.87,mW
floorplan,dieArea,0.142,mm^2
cts,clk_pin_slew,0.06,ns
drt,wl,190000,um
finish,top_register,"registers",
worst_setup_path,cp_top_family,"buffers and inverters",
job,max_cap_violations,0,
cts,cts.sinks,1024,
drt,drc,0,
synth,yosys_cells,4649,
worst_setup_path,arrival,11.24,ns
place,gp_congestion,0.914,
finish,drive_above_1_share,8.51,%
synth,async_reset_ff_share,0,%
drt,drt_iter0_markers,2340,
sta,setup_tns,0,ns
floorplan,die_width,376,um
worst_setup_path,crit_path_frequent_cell,"buf_4",
cts,cts-root-buf,"clkbuf_16",
job,warnings,26,
finish,largest_register_ffs,1024,
place,dp_hpwl,106000,um
global_route,grt_pass1_wl,272000,um
floorplan,num_io_pins,110,
drt,wl_per_cell,29.2,um
synth,common_cells,"and2_1 (1026), mux2i_1 (1025), edfxtp_1 (1024)",
cts,tritoncts,"built",
floorplan,rows,136,
worst_setup_path,cp_data_required_time,21.20,ns
sta,rsz0062_at_grt,"false",
drt,final_antenna_net_count,0,
synth,yosys.area.top_type,"edfxtp_1",
synth,ys_types,26,
worst_setup_path,cp_slowest_stage_delay,0.74,ns
synth,ys_seq_share,54.9,%
sta,fmax,60.4,MHz
sta,fin_crit_sh,62.4,%
synth,postSynthAreaPerCell,12.1,um^2
finish,n_fill_cell,12300,
sta,tightest_slew,0.943,ns
global_route,antenna_found_initial,4,
synth,edf_count,1024,
cts,ctsResizeCount,0,
synth,synthTopCellsByArea,"edfxtp_1 (55%), mux2i_1 (18%), and2_1 (11%), a22oi_1 (2.6%), a22o_1 (2.0%)",
worst_setup_path,end_kind,"primary output",
power,ir_drop,57.8,uV
global_route,grt_use_total,28.7,%
cts,h-tree-depth,3,
finish,area_growth,11.1,%
cts,numCtsBuffers,110,
worst_setup_path,path_cells,"buf_8 -> buf_4 -> buf_4 -> buf_4 -> buf_4 -> buf_4 -> mux2i_1 -> a22o_1 -> nor3_1 -> a31oi_1 -> nand3_1 -> clkdlybuf4s50_1",
synth,yosysChipArea,0.0560,mm^2
worst_setup_path,path_buffers,7,
finish,biggestRegsByFlops,"registers: 1024 flops",
worst_setup_path,path_class,"primary input to primary output",
cts,post-cts-setup-buffers,0,
floorplan,fp_util,40.6,%
sta,slew-limit-headroom,37.2,%
drt,num_vias,37900,
sta,hold_viol,0,
synth,ys_warn_count,1,
synth,synth_area,0.0560,mm^2
power,p_leak,24.0,nW
cts,cts_hold_buf,0,
power,power_density,62.3,mW/mm^2
synth,top_cell_area_share,54.9,%
sta,fin_crit,16.54,ns
synth,ys_ff,1024,
global_route,grt_overflow_total,0,
worst_setup_path,start_kind,"primary input",
global_route,grt_max_degree,89,
worst_setup_path,cp_slowest_cell,"buf_4",
finish,fin_util,45.0,%
hold_path,min_path_type,"primary input to register",
sta,slew_violations,0,
floorplan,fp.dieH,376,um
drt,routed_via_density,5.81,
synth,syn_inst,4649,
## report_power, final
part | total (mW) | internal, mW | switching [mW]
logic | 0.480 | 0.171 | 0.309
clock network | 1.48 | 0.842 | 0.636
registers | 1.92 | 1.87 | 0.0443
## cells by family (layout without fill, tap and decap cells)
| logic type | count (synthesis) | count (layout) | synth area share, % |
|---|---|---|---|
| compound gates | 576 | 576 | 7.00 |
| mux | 1033 | 1033 | 18.5 |
| flops | 1024 | 1024 | 54.9 |
| simple gates | 1568 | 1568 | 16.1 |
| buf+inv | 448 | 455 | 3.50 |
## area by class of cell
class	count	area, um^2	share of cell area [%]
Tap cell	1863	2330	3.75
Clock buffer	124	2870	4.61
Timing Repair Buffer	263	2320	3.73
Sequential cell	1024	30700	49.4
Clock inverter	68	497	0.798
Multi-Input combinational cell	3177	23500	37.7
## routing by layer
metal	up-vias	global-route usage [%]	share of wire, %
met5	-	0.377	0.0042
met2	2312	41.3	44
met1	18300	36.7	37
li1	16900	-	-
met4	2	10.0	4.3
met3	408	17.4	15
## per-stage QoR
step / std cells / area, um^2 / hold slack [ns] / worst slack (ns)
2_1_floorplan: 4649 / 56000 / 5.50 / 14.56
3_3_place_gp: 6327 / 58900 / 6.28 / 10.12
3_5_place_dp: 6327 / 58900 / 6.28 / 10.10
4_1_cts: 6519 / 62200 / 5.51 / 10.09
5_1_grt: 6519 / 62200 / 5.54 / 9.76
6_report: 6519 / 62200 / 5.53 / 9.96
## final timing paths
check	startpoint	endpoint	slack (ns)	cells past startpoint
worst max-delay path	reg1[0]	ReadData1[22]	9.96	12
worst min-delay path	writeData[15]	registers[5][15]	5.53	3
## cells in the final DEF (no fill, tap or decap), types with 5 or more instances in the layout
cell type        instances
clkinv_2                16
a22oi_1                192
nor2_4                  16
clkdlybuf4s50_1        107
nand2_1                192
clkbuf_1                11
nand2_2                  6
nor3_1                  64
buf_4                  149
a21oi_1                192
nor2_2                  18
or2_2                   34
buf_12                   5
nand3_2                  8
nand3_1                192
a31oi_1                 64
bufinv_16                8
mux2i_1               1025
clkbuf_16              113
clkinv_1                41
and2_1                1024
a22o_1                 128
edfxtp_1              1024
No activity file was given, so power comes from the tool's default toggle rates.
