--- /design/flow/config.mk ---
export PLATFORM = sky130hd
export DESIGN_NAME = Adder_32_Bit
export DESIGN_NICKNAME = Adder_32_Bit
export VERILOG_FILES = /design/flow/design.v
export SDC_FILE = /design/flow/constraint.sdc
export NUM_CORES = 4
export LEC_CHECK = 1
export CORE_AREA = 10 10 101 101
export DIE_AREA = 0 0 111 111
--- /design/flow/constraint.sdc ---
current_design Adder_32_Bit

set clk_period 10.8
set clk_io_pct 0.2

create_clock -name clk0 -period $clk_period

set non_clock_inputs [all_inputs -no_clocks]
set_input_delay [expr $clk_period * $clk_io_pct] -clock clk0 $non_clock_inputs
set_output_delay [expr $clk_period * $clk_io_pct] -clock clk0 [all_outputs]
--- /design/flow/design.v ---
`timescale 1ns / 1ps
module Adder_32_Bit(sum, carry, input1, input2, carryIn);
	output[31:0] sum;
	output carry;
	input[31:0] input1, input2;
	input carryIn;
	wire carry1;
	CLU_16_bit add1(.sum(sum[15:0]), .carry(carry1), .in1(input1[15:0]), .in2(input2[15:0]), .carryIn(carryIn));
	CLU_16_bit add2(.sum(sum[31:16]), .carry(carry), .in1(input1[31:16]), .in2(input2[31:16]), .carryIn(carry1));
endmodule
`timescale 1ns / 1ps
`timescale 1ns / 1ps
module Augmented_Carry_Lookahead_Adder(sum, carry, prop, gen, in1, in2, carry0);
output[3:0] sum;
output carry, prop, gen;
input[3:0] in1, in2;
input carry0;
wire[3:0] P, G;
wire[4:0] C;
assign P[0] = in1[0] ^ in2[0];
assign P[1] = in1[1] ^ in2[1];
assign P[2] = in1[2] ^ in2[2];
assign P[3] = in1[3] ^ in2[3];
assign G[0] = in1[0] & in2[0];
assign G[1] = in1[1] & in2[1];
assign G[2] = in1[2] & in2[2];
assign G[3] = in1[3] & in2[3];
assign C[0] = carry0;
assign C[1] = G[0] | (C[0] & P[0]);
assign C[2] = G[1] | (P[1] & G[0]) | (P[1] & P[0] & C[0]);
assign C[3] = G[2] | (P[2] & G[1]) | (P[2] & P[1] & G[0]) | (P[2] & P[1] & P[0] & C[0]);
assign C[4] = G[3] | (P[3] & G[2]) | (P[3] & P[2] & G[1]) | (P[3] & P[2] & P[1] & G[0]) | (P[3] & P[2] & P[1] & P[0] & C[0]);
assign sum[0] = P[0] ^ C[0];
assign sum[1] = P[1] ^ C[1];
assign sum[2] = P[2] ^ C[2];
assign sum[3] = P[3] ^ C[3];
assign carry = C[4];
assign prop = P[0] & P[1] & P[2] & P[3];
assign gen = G[3] | (P[3] & G[2]) | (P[3] & P[2] & G[1]) | (P[3] & P[2] & P[1] & G[0]);
endmodule
`timescale 1ns / 1ps
module Lookahead_Carry_Unit(prop, gen, C, P, G, carry0);
	output prop, gen;
	output[3:0] C;
	input[3:0] P, G;
	input carry0;
	assign C[0] = G[0] | (P[0] & carry0);
	assign C[1] = G[1] | (P[1] & G[0]) | (P[1] & P[0] & carry0);
	assign C[2] = G[2] | (P[2] & G[1]) | (P[2] & P[1] & G[0]) | (P[2] & P[1] & P[0] & carry0);
	assign C[3] = G[3] | (P[3] & G[2]) | (P[3] & P[2] & G[1]) | (P[3] & P[2] & P[1] & G[0]) | (P[3] & P[2] & P[1] & P[0] & carry0);
	assign prop = P[0] & P[1] & P[2] & P[3];
	assign gen = G[3] | (P[3] & G[2]) | (P[3] & P[2] & G[1]) | (P[3] & P[2] & P[1] & G[0]);
endmodule
module CLU_16_bit(sum, carry, in1, in2, carryIn);
output[15:0] sum;
output carry;
input[15:0] in1, in2;
input carryIn;
wire[3:0] prop;
wire[3:0] gen;
wire[4:0] C;
assign C[0] = carryIn;
Augmented_Carry_Lookahead_Adder cla1(.sum(sum[3:0]), .carry(), .prop(prop[0]), .gen(gen[0]), .in1(in1[3:0]), .in2(in2[3:0]), .carry0(C[0]));
Augmented_Carry_Lookahead_Adder cla2(.sum(sum[7:4]), .carry(), .prop(prop[1]), .gen(gen[1]), .in1(in1[7:4]), .in2(in2[7:4]), .carry0(C[1]));
Augmented_Carry_Lookahead_Adder cla3(.sum(sum[11:8]), .carry(), .prop(prop[2]), .gen(gen[2]), .in1(in1[11:8]), .in2(in2[11:8]), .carry0(C[2]));
Augmented_Carry_Lookahead_Adder cla4(.sum(sum[15:12]), .carry(), .prop(prop[3]), .gen(gen[3]), .in1(in1[15:12]), .in2(in2[15:12]), .carry0(C[3]));
Lookahead_Carry_Unit lcu(.prop(), .gen(), .C(C[4:1]), .P(prop), .G(gen), .carry0(C[0]));
assign carry = C[4];
endmodule
--- /design/flow/run.sh ---
#!/bin/bash
# OpenROAD 26Q1-2900-gdf79404cd8, Yosys 0.63+post, stock flow scripts
make -C /OpenROAD-flow-scripts/flow DESIGN_CONFIG=/design/flow/config.mk WORK_HOME=/design/flow/orfs finish
==> reports/metrics.sh <==
TOTAL_LEAKAGE_POWER_nW=1.106
FLOP_AREA_SQ_UM=0
FINAL_MAX_SLEW_VIOL_COUNT=0
CORE_AREA_SQ_UM=8134
HOLD_PATH_CLASS='in2out'
P_INT_W=0.00009811
PORT_BUFFERS=98
POST_SYNTH_MAIN_AREA_CONTRIBUTORS='ha_1 (30%), xnor2_1 (12%), fa_1 (12%), inv_1 (8.4%), a21oi_1 (6.3%)'
CAP_VIOL_MAX_COUNT=0
SYNTHESIS.AREA_PER_INSTANCE_SQ_UM=7.723
STDCELL_COUNT=377
LAST_WEIGHTED_CONGESTION_VALUE_OF_THE_ROUTABILITY_DRIVEN_PLACER=0.7555
NUM-CLOCK-BUFFERS=0
DIE_HEIGHT_MICRONS=111
YS_CELLS=174
SYNTH.DISTINCT_CELLS=28
AREA.GROWTH.SYNTH_TO_FINAL_PCT=82.77
GR-USAGE-ALL-LAYERS_PCT=6.961
NUMBER_OF_SEQUENTIAL_CELLS_IN_THE_LAYOUT=0
GLOBAL_ROUTE.OVERFLOW_TOTAL=0
CHIP_AREA_SQ_UM=12320
TIMING.FINAL.SETUP_VIOLATIONS=0
TIMING.FMAX_MHz=129.1
SYN-CELL-AREA_SQ_UM=1344
CPMOSTUSEDCELL='clkdlybuf4s50_1'
POWER.SWITCHING_FRACTION_PCT=33.33
GRT_MAX_DEGREE=6
GRT_SETUP_UNREPAIRED='false'
WORST_SLEW_PIN_SLEW_NS=0.4095
DRC=0
IRDROPWORSTVDD_uV=19.52
FP_UTIL_PCT=16.52
IOPINCOUNT=98
SYNTH.YOSYS.WARNINGS=0
DP_CELLS=377
CP-START-KIND='input pin'
TIMING.HOLD.WS_NS=5.396
VIA_PER_INST=3.984
WORST_PATH_CELL_TRACE='clkdlybuf4s50_1 -> ha_1 -> nand3_1 -> o211ai_1 -> nand2_1 -> a31oi_1 -> a221o_1 -> inv_1 -> o21ai_0 -> a21oi_1 -> fa_1 -> xnor2_1 -> clkdlybuf4s50_1'
TIMING.FINAL.CRIT_SHARE_PCT=71.70
CTS-HOLD-FIX-BUFFERS=0
COUNT_OF_INSTANCES_RESIZED_AFTER_THE_CLOCK_TREE_IS_BUILT=0
SETUP_TNS_NS=0
FINAL_HOLD_VIOL_COUNT=0
CRITPATHARRIVALTIME_NS=5.58
DIE_WIDTH_MICRONS=111
CRIT_SLOWEST_CELL='clkdlybuf4s50_1'
TOP_CELL_AREA_SHARE_PCT=29.80
ANTENNA_FOUND_INITIAL=0
SYN-INSTANCE-COUNT=174
CORE.ROWCOUNT=33
CRIT_PATH_MAX_FANOUT=4
CP-STARTPOINT='input1[2]'
SEQ_POWER_SHARE_PCT=0
SHARE_CLK_OF_TOTAL_POWER_PCT=0
TIMING.MAX_SLEW.REL_SLACK_PCT=72.58
NUMBER_OF_GLOBAL_ROUTE_VIAS_BEFORE_REPAIR=1527
CRITICAL_PATH_REQUIRED_NS=8.64
HPWL_MICRONS=4293
P_SW_W=0.00004906
DRT_PASS1_ITERATIONS=3
FINAL_LAYOUT_TOP_LOGIC_CELL='clkdlybuf4s50_1'
POST-CTS-SETUP-BUFFER-COUNT=0
YS_AREA_SQ_UM=1344
POWER.COMBINATIONAL.FRACTION_PCT=100.0
CRIT_TYPE='in2out'
DRIVE_ABOVE_1_SHARE_PCT=1.103
FINAL_CELL_MIX='clkdlybuf4s50_1 (98), ha_1 (32), inv_1 (30), xnor2_1 (19), a21oi_1 (17)'
MAX_STAGE_DELAY_NS=0.49
VIA_COUNT=1502
ANTENNA_CELLS=0
PERIOD_NEEDED_NS=7.744
DETAIL_ROUTE.ITER0.VIOLATIONS=23
ANTENNA_VIOLATING_NETS_REMAINING=0
YOSYSSEQAREASHARE_PCT=0
CRITICAL_PATH.ENDPOINT_TYPE='output pin'
P_PER_AREA_nW_PER_UM2=59.92
SETUP_SLACK_NS=3.056
ENDPOINT='sum[29]'
OUTCOME='completed'
FINALWIRELENGTH_MICRONS=4528
DP_SLACK_NS=3.008
WARNINGS=32
GRT_FIRST_PASS_WIRELENGTH_MICRONS=7431
NETLIST.TOP_CELL.BY_AREA='ha_1'
FILL_CELLS=842
WIRE_LENGTH_PER_CELL_AFTER_DETAILED_ROUTING_MICRONS=12.01
==> metrics by stage <==
| stage | util (%) | total power, W | area [sq um] |
|---|---|---|---|
| floorplan | - | 0.00005848 | 1344 |
| global placement | 30.20 | 0.0001506 | 2456 |
| detailed placement | 30.20 | 0.0001501 | 2456 |
| CTS | 30.20 | 0.0001514 | 2456 |
| global route | 30.20 | 0.0001652 | 2456 |
| finish | 30.20 | 0.0001472 | 2456 |
==> metal layers <==
metal	GRT usage [%]	share of wire [%]	vias to the layer above
li1	-	-	794
met1	8.636	45	655
met2	12.26	46	53
met3	2.080	8.1	0
met4	0	0	0
met5	0	0	-
==> area by class of cell <==
| class | count | area, sq um | area share (%) |
|---|---|---|---|
| multi-input combinational | 144 | 1231 | 50.13 |
| timing repair buffer | 98 | 980.9 | 39.94 |
| inverter | 30 | 112.6 | 4.585 |
| tap | 105 | 131.4 | 5.349 |
==> cell usage after synthesis (all sizes together) (4+ instances only) <==
cell   number
nor2b       4
fa          8
inv        30
xor2        5
ha         32
a21o        8
xnor2      19
nor2       10
nand3       4
a21oi      17
nand2       6
o21ai      10
==> how the worst min path moves through the flow <==
stage,start,end,slack [ns],depth (start not counted)
final,input2[31],sum[31],5.40,4
after global routing,input2[31],sum[31],5.45,4
after CTS,carryIn,sum[0],5.41,5
==> power groups by stage <==
| stage | combinational [W] | clock [W] | sequential, W |
|---|---|---|---|
| 4_1_cts | 0.000151 | 0 | 0 |
| 5_1_grt | 0.000165 | 0 | 0 |
| 6_report | 0.000147 | 0 | 0 |
==> worst max-delay path, delay by kind of cell <==
| kind | cells | cell delay (ns) |
|---|---|---|
| buf+inv | 3 | 0.97 |
| compound gates | 5 | 1.31 |
| xor+xnor | 1 | 0.15 |
| fa+ha+maj | 2 | 0.73 |
| simple gates | 2 | 0.26 |
==> cell families after synthesis <==
| logic type | count (synthesis) | synth area share [%] |
|---|---|---|
| XOR/XNOR | 24 | 15.64 |
| AND/OR/NAND/NOR | 32 | 11.83 |
| adder cells (fa/ha/maj) | 40 | 41.71 |
| buffers and inverters | 30 | 8.380 |
| AND-OR/OR-AND | 48 | 22.44 |
No activity file was given, so power comes from the tool's default toggle rates.
